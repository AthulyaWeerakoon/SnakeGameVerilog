===== /design/flow/design.v =====
module game_controller (
    input wire clk,                    
    output reg [6143:0] grid_flat      
);
    reg [1:0] grid[63:0][47:0];
    integer x, y;
    always @(posedge clk) begin
        for (x = 0; x < 64; x = x + 1) begin
            for (y = 0; y < 48; y = y + 1) begin
                if ((x + y) % 2 == 0) begin
                    grid[x][y] <= 2'b10;  
                end else begin
                    grid[x][y] <= 2'b11;  
                end
            end
        end
        for (x = 0; x < 64; x = x + 1) begin
            for (y = 0; y < 48; y = y + 1) begin
                grid_flat[(y * 64 + x) * 2 +: 2] <= grid[x][y];
            end
        end
    end
endmodule
module master_controller (
    input wire clk,                 
    output wire [7:0] vga_r,        
    output wire [7:0] vga_g,        
    output wire [7:0] vga_b,        
    output wire vga_hs,             
    output wire vga_vs,             
    output wire vga_clk,            
    output wire vga_sync_n,         
    output wire vga_blank_n         
);
    wire [6143:0] grid_flat;
    game_controller game_ctrl (
        .clk(clk),
        .grid_flat(grid_flat)
    );
    vga_interface vga_ctrl (
        .clk(clk),
        .grid_flat(grid_flat),
        .vga_r(vga_r),
        .vga_g(vga_g),
        .vga_b(vga_b),
        .vga_hs(vga_hs),
        .vga_vs(vga_vs),
        .vga_clk(vga_clk),
        .vga_sync_n(vga_sync_n),
        .vga_blank_n(vga_blank_n)
    );
endmodule
module vga_interface (
    input wire clk,                 
    input wire [6143:0] grid_flat,  
    output reg [7:0] vga_r,         
    output reg [7:0] vga_g,         
    output reg [7:0] vga_b,         
    output reg vga_hs,              
    output reg vga_vs,              
    output reg vga_clk,             
    output reg vga_sync_n,          
    output reg vga_blank_n          
);
    localparam H_DISPLAY = 640;   
    localparam H_FRONT   = 16;    
    localparam H_SYNC    = 96;    
    localparam H_BACK    = 48;    
    localparam H_TOTAL   = 800;   
    localparam V_DISPLAY = 480;   
    localparam V_FRONT   = 10;    
    localparam V_SYNC    = 2;     
    localparam V_BACK    = 33;    
    localparam V_TOTAL   = 525;   
    localparam GRID_WIDTH  = 64;
    localparam GRID_HEIGHT = 48;
    localparam SCALE_X     = 10;  
    localparam SCALE_Y     = 10;  
    reg [10:0] h_count = 0;
    reg [9:0] v_count = 0;
    wire h_active = (h_count < H_DISPLAY);
    wire v_active = (v_count < V_DISPLAY);
    wire active_video = h_active && v_active;
    always @(posedge clk) begin
        if (h_count == H_TOTAL - 1) begin
            h_count <= 0;
            if (v_count == V_TOTAL - 1) begin
                v_count <= 0;
            end else begin
                v_count <= v_count + 1;
            end
        end else begin
            h_count <= h_count + 1;
        end
    end
    always @(posedge clk) begin
        vga_hs <= (h_count >= H_DISPLAY + H_FRONT) && (h_count < H_DISPLAY + H_FRONT + H_SYNC) ? 0 : 1;
        vga_vs <= (v_count >= V_DISPLAY + V_FRONT) && (v_count < V_DISPLAY + V_FRONT + V_SYNC) ? 0 : 1;
    end
    always @(posedge clk) begin
        vga_clk <= ~vga_clk;  
        vga_sync_n <= 0;     
        vga_blank_n <= active_video;  
    end
    wire [5:0] grid_x = h_count / SCALE_X;  
    wire [5:0] grid_y = v_count / SCALE_Y;  
    wire [11:0] grid_index = grid_x + grid_y * GRID_WIDTH;
    wire [1:0] grid_value = (grid_x < GRID_WIDTH && grid_y < GRID_HEIGHT) ? grid_flat[grid_index * 2 +: 2] : 2'b00;
    reg [7:0] color_r, color_g, color_b;
    always @(*) begin
        case (grid_value)
            2'b00: {color_r, color_g, color_b} = {8'h00, 8'h00, 8'h00};  
            2'b01: {color_r, color_g, color_b} = {8'hFF, 8'h00, 8'h00};  
            2'b10: {color_r, color_g, color_b} = {8'h00, 8'hFF, 8'h00};  
            2'b11: {color_r, color_g, color_b} = {8'h00, 8'h00, 8'hFF};  
            default: {color_r, color_g, color_b} = {8'h00, 8'h00, 8'h00};  
        endcase
    end
    always @(posedge clk) begin
        if (active_video) begin
            vga_r <= color_r;
            vga_g <= color_g;
            vga_b <= color_b;
        end else begin
            vga_r <= 0;
            vga_g <= 0;
            vga_b <= 0;
        end
    end
endmodule

===== /design/flow/run.sh =====
#!/bin/bash
# OpenROAD 26Q1-2900-gdf79404cd8, Yosys 0.63+post, stock flow scripts
make -C /OpenROAD-flow-scripts/flow DESIGN_CONFIG=/design/flow/config.mk WORK_HOME=/design/flow/orfs finish

===== /design/flow/config.mk =====
export PLATFORM = sky130hd
export DESIGN_NAME = master_controller
export DESIGN_NICKNAME = master_controller
export VERILOG_FILES = /design/flow/design.v
export SDC_FILE = /design/flow/constraint.sdc
export NUM_CORES = 4
export LEC_CHECK = 1
export CORE_UTILIZATION = 40

===== /design/flow/constraint.sdc =====
current_design master_controller

set clk_period 4.7
set clk_io_pct 0.2

create_clock -name clk0 -period $clk_period [get_ports {clk}]

set non_clock_inputs [all_inputs -no_clocks]
set_input_delay [expr $clk_period * $clk_io_pct] -clock clk0 $non_clock_inputs
set_output_delay [expr $clk_period * $clk_io_pct] -clock clk0 [all_outputs]

==> flow_metrics.tcl <==
# place-and-route summary
set metrics [dict create \
    outcome "finished, final reports clean" \
    dp_worst_setup_slack_ns 0.0631 \
    rsz_0062_raised_after_global_routing "true" \
    drive_above_1_share_pct 15.5 \
    multi_input_comb_area_um2 2810 \
    die_y_um 99.0 \
    postSynthCellCount 512 \
    n_antenna_cell 0 \
    depth_of_the_worst_hold_timing_path 1 \
    timing.hold.worst.start "vga_ctrl.vga_clk$_DFF_P_" \
    post_synth_and_or_nand_nor_area_fraction_pct 27.8 \
    grt_overflow 0 \
    grt_usage_pct 19.2 \
    setup.reg_to_reg.worst_slack_ns 0.07 \
    vias_per_cell 5.92 \
    number_of_global_route_vias_before_repair 3191 \
    ys_sh_xor_pct 6.76 \
    core_region_area_um2 9150 \
    crit_type "reg -> reg" \
    inserted_clock_buffers 3 \
    num_rows 35 \
    ys_area_um2 3760 \
    drv_slew 0 \
    tool_warnings 30 \
    num_vias 3780 \
    floorplan.die_area_um2 9790 \
    ys_sh_aoi_pct 33.3 \
    ys.flop_type "sky130_fd_sc_hd__dfxtp_1" \
    synthArstFlopShare_pct 0 \
    timing.critical_path.buf_inv 2 \
    min-delay-path-class "reg -> reg" \
    cts_buffer_depth 2 \
    clk-insertion-delay-late_ns 0.28 \
    n_fill_cell 831 \
    grt_start_max_net_pins 23 \
    series_of_cell_instances_along_the_critical_path "or2_4, ha_4, and2b_4, a21o_1, a211o_4, o2111a_1, nor3_2, buf_4, nor2_1, a32o_1, a211oi_2, buf_4, nor3_1, a221oi_2, o21bai_1, or4_4, a211oi_2, o311a_4, mux2i_1" \
    io-pin-count 30 \
    synth_largest_type_area_fraction_pct 9.58 \
    critical_path.slowest_cell "sky130_fd_sc_hd__or4_4" \
    worst_pin_slew_ns 0.776 \
    cts.reportedPaths.clkPinSlew_ns 0.10 \
    cp_slowest_stage_delay_ns 0.53 \
    cp-start-kind "flop" \
    hold_end "vga_ctrl.vga_clk$_DFF_P_" \
    post_synthesis_cell_type_count 88 \
    fin_crit_sh_pct 98.5 \
    setup_total_negative_slack_ns 0 \
    yosys_warnings 3 \
    slew_headroom_pct 47.0 \
    port_buffers 28 \
    drv_cap 0 \
    reg2reg_to "vga_ctrl.vga_b[6]$_SDFF_PN0_" \
    ys_seq_elements 28 \
    drt_pass1_iterations 5 \
    fin_skew_ns 0.00495 \
    drt_wl_cell_um 14.5 \
    setup_viol 0 \
    top_cells_by_area "sky130_fd_sc_hd__dfxtp_1 (9.6%), sky130_fd_sc_hd__edfxtp_1 (8.0%), sky130_fd_sc_hd__xnor2_1 (5.4%)" \
    power_density_cells_nw_per_um2 103 \
    clk_root_buffer_cell "sky130_fd_sc_hd__clkbuf_8" \
    route.detailed.drc 0 \
    worstPathMaxFanout 11 \
    final_cells 639 \
    placedInstanceArea_um2 4140 \
    worst-endpoint-arrival_ns 4.84 \
    finalWirelength_um 9260 \
    ir_worst_vdd_mv 0.122 \
    synthesis.area_um2 3760 \
    cts_tree "yes" \
    ys_cells 512 \
    end_kind "flop" \
    fmaxAchievable_ghz 0.216 \
    h-tree-depth 1 \
    final_hold_viol_count 0 \
    worst_reg2reg_startpoint "vga_ctrl.h_count[9]$_SDFF_PN0_" \
    layout_setup_ws_ns 0.0728 \
    syn_area_per_cell_um2 7.34 \
    synth-seq-area-share_pct 17.6 \
    tritoncts_num_sinks 28 \
    period_minus_slack_ns 4.63 \
    first_iter_violations 251 \
    final_core_area_utilization_pct 47.6 \
    muxShareOfSynthArea_pct 1.06 \
    ff_latch_area_um2 662 \
    reg2regPathDepth 19 \
    post_cts_hold_buffer_count 0 \
    cpLargestDelayFamily "AND-OR/OR-AND gates" \
    number_of_synthesized_flops_with_an_enable_pin 10 \
    data_required_time_at_the_worst_endpoint_ns 4.92 \
    synth.largest_area_cell "sky130_fd_sc_hd__dfxtp_1" \
    floorplan.core_util_pct 41.1 \
    post-place-cells 628 \
    antenna_found_initial 0 \
    largest_family_of_logic_cells_by_area "AND-OR/OR-AND gates" \
    fin_area_um2 4360 \
    area.growth.synth_to_final_pct 15.9 \
    hpwlAfterDp_um 6760 \
    grt_first_pass_wirelength_um 15500 \
    adder_share_pct 2.93 \
    globalplace.congestion 0.919 \
    detail-route-antenna-nets 0 \
    dieWidth_um 99.0 \
    p_leak_nw 1.40 \
]
## synth_stat cells, drive strengths merged, types with 5 or more instances
cell,instances
o2111ai,5
a211oi,10
inv,17
o21ai,34
nor2b,10
clkbuf,26
ha,8
buf,34
xor2,6
a32oi,5
edfxtp,10
o31ai,6
a21o,7
nor2,45
nand4,10
a21oi,22
o211ai,9
nand2b,7
o311ai,5
xnor2,23
or2,6
nand3b,6
nand3,14
dfxtp,18
o22ai,5
a31oi,8
and2,10
nand2,48
nor3,17
## metrics by stage
step           power (W)  hold slack [ns]
3_5_place_dp    0.000261            0.366
4_1_cts         0.000455            0.391
6_report        0.000449            0.385
5_1_grt         0.000464            0.402
3_3_place_gp    0.000261            0.362
2_1_floorplan   0.000260            0.338
## layout by cell type, fill, tap and decap left out, types with 4 or more instances in the layout
cell,n
sky130_fd_sc_hd__nand4_1,10
sky130_fd_sc_hd__a211oi_1,8
sky130_fd_sc_hd__nor2_1,44
sky130_fd_sc_hd__and2_1,10
sky130_fd_sc_hd__or2_2,4
sky130_fd_sc_hd__o22ai_1,5
sky130_fd_sc_hd__nor3b_1,4
sky130_fd_sc_hd__nand2b_1,7
sky130_fd_sc_hd__edfxtp_1,10
sky130_fd_sc_hd__nand3_1,13
sky130_fd_sc_hd__dfxtp_1,17
sky130_fd_sc_hd__a31oi_1,7
sky130_fd_sc_hd__o32ai_1,4
sky130_fd_sc_hd__a21oi_1,22
sky130_fd_sc_hd__ha_1,7
sky130_fd_sc_hd__o211ai_1,9
sky130_fd_sc_hd__buf_4,40
sky130_fd_sc_hd__o21ai_0,31
sky130_fd_sc_hd__xor2_1,6
sky130_fd_sc_hd__a32oi_1,5
sky130_fd_sc_hd__clkdlybuf4s50_1,28
sky130_fd_sc_hd__inv_1,17
sky130_fd_sc_hd__nand3b_1,6
sky130_fd_sc_hd__xnor2_1,21
sky130_fd_sc_hd__nor2b_1,10
sky130_fd_sc_hd__mux2i_1,4
sky130_fd_sc_hd__a21o_1,7
sky130_fd_sc_hd__nor3_1,15
sky130_fd_sc_hd__nand2_1,48
sky130_fd_sc_hd__o31ai_1,5
## how the worst max path moves through the flow
stage	from	endpoint	slack, ns	cells after the start
after CTS	vga_ctrl.h_count[9]$_SDFF_PN0_	vga_ctrl.vga_b[6]$_SDFF_PN0_	0.02	18
final	vga_ctrl.h_count[9]$_SDFF_PN0_	vga_ctrl.vga_b[6]$_SDFF_PN0_	0.07	19
after global routing	vga_ctrl.h_count[9]$_SDFF_PN0_	vga_ctrl.vga_g[6]$_SDFF_PN0_	-0.15	18
## area by class of cell
type	instances	share of cell area, %
Multi-Input combinational cell	407	64.4
Sequential cell	28	15.2
Timing Repair Buffer	71	14.1
Tap cell	111	3.19
Inverter	18	1.55
Clock buffer	3	0.947
Clock inverter	1	0.689
## per-layer routing
layer	part of all wire (%)	GRT usage, %	vias up
met5	0	0	-
met4	0.55	2.41	0
met3	5.8	1.95	4
met2	42	27.8	127
met1	51	31.7	1724
li1	-	-	1925
## where the power goes
group,internal (W),switching [W]
Sequential,0.000249,0.000000751
Clock,0.000114,0.0000789
Combinational,0.00000539,0.000000253
Total,0.000369,0.0000799
## flip-flops by register name, indices dropped and copies added, names as in the netlist
name,cells
vga_ctrl.vga_b,1
vga_ctrl.vga_hs,1
vga_ctrl.h_count,11
vga_ctrl.vga_clk,1
vga_ctrl.vga_r,1
vga_ctrl.vga_g,1
vga_ctrl.vga_blank_n,1
vga_ctrl.v_count,10
vga_ctrl.vga_vs,1
## what timing repair did
| item | 4_1_cts | 5_1_grt |
|---|---|---|
| setup endpoints to repair | 0 | 2 |
| resized | 0 | 18 |
| setup buffers | 0 | 7 |
## kinds of logic (layout without fill, tap and decap cells)
| logic type | count (synthesis) | count (layout) |
|---|---|---|
| DFF | 28 | 28 |
| other | 1 | 2 |
| xor gates and xnor gates | 29 | 29 |
| buffers and inverters | 78 | 93 |
| AOI/OAI and AO/OA | 166 | 166 |
| muxes | 4 | 4 |
| adders and majority gates | 9 | 9 |
| and+or+nand+nor | 197 | 197 |
Power figures rest on the tool's default switching activity, not on a simulated workload.
